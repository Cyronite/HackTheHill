`constraint.sdc`:
```
current_design video_uut

set clk_period 1.3
set clk_io_pct 0.2

create_clock -name clk0 -period $clk_period [get_ports {cen_i}]
create_clock -name clk1 -period $clk_period [get_ports {clk_i}]

set non_clock_inputs [all_inputs -no_clocks]
set_input_delay [expr $clk_period * $clk_io_pct] -clock clk0 $non_clock_inputs
set_output_delay [expr $clk_period * $clk_io_pct] -clock clk0 [all_outputs]
```
`design.v`:
```
module alternate_values(
    input wire clk,        
	 input wire [9:0] luma,
	 input wire [9:0] cb,
    input wire [9:0] cr, 
    output reg [19:0] out   
);
reg toggle_state;
always @(posedge clk) begin
        toggle_state <= ~toggle_state;
        if (toggle_state) begin
            out <= {luma,cb};
        end else begin
            out <= {luma,cr};
			end
    end
endmodule
module video_uut (
    input  wire         clk_i           , 
    input  wire         cen_i           , 
    input  wire         vid_sel_i       , 
    input  wire [19:0]  vdat_bars_i     , 
    input  wire [19:0]  vdat_colour_i   , 
    input  wire [3:0]   fvht_i          , 
    output wire [3:0]   fvht_o          , 
    output wire [19:0]  video_o           
); 
reg [19:0]  vid_d1;
reg [19:0]  vid_d2;
reg [3:0]   fvht_d1;
  reg [12:0]  pos_y;  
  reg [12:0]  pos_x = 13'b0000000000000;  
  reg [2:0] v_sample;
  reg [2:0] h_sample;
alternate_values alternate(
    .clk (cen_i),
    .luma (10'b0100110001),
	 .cb(10'b0101010100),
	 .cr(10'b1111111110),
    .out (vid_d2)
);
reg [34:0] square_array [3:0];
initial begin
    square_array[0][10:0] = 11'b00000001111;  
    square_array[0][21:11] = 11'b00000011111;  
    square_array[0][22] = 1'b1;  
    square_array[0][23] = 1'b1;  
    square_array[0][33:24] = 10'b0000110010;  
	 square_array[0][34] = 1'b0;
    square_array[1][10:0] = 11'b00000000000;  
    square_array[1][21:11] = 11'b00000000000;  
    square_array[1][22] = 1'b1;  
    square_array[1][23] = 1'b1;  
    square_array[1][33:24] = 10'b0000010010;  
	 square_array[1][34] = 1'b0;  
	 square_array[2][10:0] = 11'b00000110011;  
    square_array[2][21:11] = 11'b00000000111;  
    square_array[2][22] = 1'b1;  
    square_array[2][23] = 1'b1;  
    square_array[2][33:24] = 10'b0000001110;  
	 square_array[2][34] = 1'b0;
    square_array[3][10:0] = 11'b00000000110;  
    square_array[3][21:11] = 11'b00001100000;  
    square_array[3][22] = 1'b1;  
    square_array[3][23] = 1'b1;  
    square_array[3][33:24] = 10'b0000010011;  
	 square_array[3][34] = 1'b0;  
end 
integer i;
always @(posedge clk_i) begin
	if(cen_i) begin
		    if ((h_sample == 3'b100)) begin  
		    	pos_x <= 13'b0000000000000;
		    end else begin  
		    	pos_x <= pos_x + 1; 
		    end
		  vid_d1 <= vdat_bars_i; 
        for (i = 0; i < 4; i = i + 1) begin
		    	if (square_array[i][21:11] > 1065) begin  
		    		square_array[i][23] <= 0; 
		    	end 
		    	if (square_array[i][21:11] < 35) begin 
		    		square_array[i][23] <= 1;
		    	end 
		    	if (square_array[i][10:0] > 1869) begin  
		    		square_array[i][22] <= 0; 
		    	end 
		    	if (square_array[i][10:0] < 1) begin 
		    		square_array[i][22] <= 1;
		    	end 
		    	if ((pos_x > (0 + square_array[i][10:0]) && (pos_x < (square_array[i][33:24] + square_array[i][10:0])))) begin
		    		if ((pos_y > (10 + square_array[i][21:11])) && ( pos_y < (10 + square_array[i][33:24]  + square_array[i][21:11]))) begin
		    			vid_d1 <= vid_d2;
		    		end 
		    	end 
        end  
		fvht_d1 <= fvht_i;
    end
end
always @(posedge clk_i) begin  
		if (cen_i) begin
			v_sample <= {v_sample[1],v_sample[0],fvht_i[2]};
		end
end
always @(posedge clk_i) begin  
	if (cen_i) begin
		h_sample <= {h_sample[1],h_sample[0],fvht_i[1]};
	end	 
end 
always @(posedge clk_i) begin  
	if (cen_i) begin
		if (h_sample == 3'b001) begin
            if (v_sample == 3'b001) begin
				pos_y <= 13'b0000000000000;
                for (i = 0; i < 4; i = i + 1) begin
				    if (square_array[i][22]) begin 
				    	square_array[i][10:0] <= square_array[i][10:0] + i + 1; 
				    end 
				    else begin 
				    	square_array[i][10:0] <= square_array[i][10:0] - i - 1;
				    end
				    if (square_array[i][23]) begin 
				    	square_array[i][21:11] <= square_array[i][21:11] + i + 1; 
				    end 
				    else begin 
				    	square_array[i][21:11] <= square_array[i][21:11] - i - 1;
				    end
             end
			end
			else begin
				pos_y <= pos_y + 1;
			end
		end
	end			
end
assign fvht_o  = fvht_d1;
assign video_o = vid_d1;
endmodule
```
`config.mk`:
```
export PLATFORM = sky130hd
export DESIGN_NAME = video_uut
export DESIGN_NICKNAME = video_uut
export VERILOG_FILES = /design/flow/design.v
export SDC_FILE = /design/flow/constraint.sdc
export NUM_CORES = 4
export LEC_CHECK = 1
export CORE_UTILIZATION = 30
```
`run.sh`:
```
#!/bin/bash
# OpenROAD 26Q1-2900-gdf79404cd8, Yosys 0.63+post, stock flow scripts
make -C /OpenROAD-flow-scripts/flow DESIGN_CONFIG=/design/flow/config.mk WORK_HOME=/design/flow/orfs finish
```
==> results.toml <==
# generated from flow reports
[synthesis]
yosys_warnings = 3
ys_area_um2 = 13400
synth_flops = 145
largest_area_cell = "edfxtp_1"
postSynthSeqShare_pct = 32.4
syn_area_um2 = 13400
async_flop_share_pct = 0
synth.distinct_cells = 76
top_cells_by_area = "edfxtp_1 32%, ha_1 22%, xnor2_1 7.6%, xor2_1 4.0%, a21oi_1 2.8%"
synthMostInstantiatedCell = "ha_1"
edf_count = 144
netlist_instances = 1386
top_cells_by_count = "236 x ha_1, 144 x edfxtp_1, 116 x xnor2_1"
synth.avg_cell_area_um2 = 9.68
yosys_cells = 1386
yosysTopAreaCellShare_pct = 32.2
synth-main-ff-cell = "edfxtp_1"

[detailed_routing]
drt_first_pass_iters = 5
drt-initial-drc-count = 613
vias = 12400
vias_per_cell = 4.88
drc = 0
antennaDiodeCount = 0
ant_nets = 0
routedWlPerCell_um = 15.3
routed_wl_mm = 38.7

[sta]
fin_skew_ns = 0.00787
fin_ws_ns = -2.20
relSlewSlack_pct = 60.2
tns_ns = -140.20
slew_viol_final = 0
tightest_slew_ns = 0.582
rsz0062_at_grt = "yes"
setup_violations = 257
final-hold-violation-count = 0

[pwr]
leakage_nw = 9.03
p_int_w = 0.0204
p_sw_w = 0.0103
combPwrFrac_pct = 39.3
vdd_drop_max_mv = 0.890
power.share.sequential_pct = 24.1
p_per_area_nw_per_um2 = 1420
pwr-share-clk_pct = 36.6
swShare_pct = 33.6

[cells_and_area]
fin_area_um2 = 21600
utilization_pct = 48.8
syn_to_final_growth_pct = 60.7
drive_gt1_share_pct = 41.3

[critical_path]
r2r_cells = 14
path_depth = 14
crit_end = "vid_d1[5]"
end_kind = "flip-flop"
crit_start = "square_array[0][13]"
reg2reg_slack_ns = -2.20
r2r_end = "vid_d1[5]"
slowest_delay_ns = 0.47
crit_fanout = 7
critical_path_required_ns = 1.51
cp_top_family = "AND-OR/OR-AND gates"
timing.rr.start = "square_array[0][13]"
critPathBufInv = 3
cp.arrival_ns = 3.72
crit_slowest_cell = "edfxtp_1"
cp_cell_sequence = "buf_4, inv_2, ha_1, nor3b_4, xor2_1, ha_1, a21o_1, a21o_1, a221o_1, o21ai_1, nor4bb_4, nor4_4, buf_12, mux2_4"
cp-start-kind = "flip-flop"
path_class = "reg -> reg"

[global_route]
grt_max_degree = 17
antenna_found_initial = 1
grt-ovfl-total = 0
grt_pass1_wl_mm = 63.6
grt_usage_pct = 18.2
grt_pass1_vias = 13000

[status]
violations = "setup timing"
status = "finished with violations"

[worst_hold_path]
hold_path_class = "clk -> reg"
hp-start = "cen_i"

[placed_design]
place_hpwl_mm = 27.0
dpl-instance-area_um2 = 18400
port_buffers = 48
gp_congestion = 0.961

[floorplanning]
rows = 77
die_h_um = 213
chip_area_um2 = 45600
ios = 71
die_x_um = 213
fp-utilization_pct = 30.4
coreArea_um2 = 44100

[job]
cap_violations = 0
tool_warnings = 105

[clock_tree]
clk_pin_slew_worst_paths_ns = 0.07
cts_tree = "built"
[stage by stage]
stage	worst slack, ns	power, W	cells	hold WS (ns)
6_report	-2.20	0.0307	2536	0.157
5_1_grt	-2.36	0.0328	2536	0.155
4_1_cts	-2.22	0.0309	2520	0.158
3_5_place_dp	-2.34	0.0189	2394	0.112
3_3_place_gp	-2.25	0.0186	2394	0.112
2_1_floorplan	-2.03	0.0136	1386	0.112
[kinds of logic (layout without fill, tap and decap cells)]
group	count (synthesis)	in the layout	synth area share, %
adders and majority gates	237	237	22.2
muxes	12	12	1.08
buffers and inverters	129	687	3.74
xor gates and xnor gates	178	178	11.6
DFF	145	145	32.4
and+or+nand+nor	449	449	17.8
other	1	1	0.0280
AOI/OAI and AO/OA	235	235	11.2
[routing by layer]
layer	wire, µm	share of wire [%]	vias to the layer above	track usage, %
met5	21	0.054	-	0
met4	1810	4.7	4	9.41
met3	2500	6.5	128	7.36
met2	16800	43	296	25.5
met1	17600	45	5724	24.6
li1	-	-	6217	-
[worst register-to-register path: stages, from the launching register on]
cell and delay [ns]:
edfxtp_1 0.47, buf_4 0.18, inv_2 0.05, ha_1 0.16
nor3b_4 0.25, xor2_1 0.19, ha_1 0.27, a21o_1 0.18
a21o_1 0.16, a221o_1 0.33, o21ai_1 0.13, nor4bb_4 0.32
nor4_4 0.10, buf_12 0.16, mux2_4 0.29
[timing repair]
action                                 CTS  global route
pin swaps                               57            44
setup endpoints to repair              259           260
endpoints found under the hold margin    0             0
resized                                152            81
gates cloned                             8             0
setup buffers                           44            21
hold buffers                             0             0
[cells in the final DEF (no fill, tap or decap), drive strengths merged, types with 41 or more instances in the layout]
master	netlist	routed
xor2	62	62
nand3	61	61
buf	8	480
clkdlybuf4s50	0	46
nand2	87	87
xnor2	116	116
o21ai	49	49
inv	77	82
edfxtp	144	144
nor3	41	41
a21oi	74	74
clkbuf	41	56
nor2	74	74
ha	236	236
[final cells by class]
cell class	instances	area, µm²
flip-flops and latches	145	4340
clock buffers	70	1520
clock inverters	25	345
multi-input cells	1112	10000
well taps	592	741
fillers	3771	22600
inverters	80	335
repair buffers	512	4260
[flip-flops by register name, summed over array words and instances (netlist names)]
signal	cells
pos_y	13
pos_x	13
alternate.out	1
h_sample	2
fvht_d1	4
vid_d1	20
square_array	90
v_sample	2
[power groups by stage]
stage / combinational (W) / sequential [W] / clock, W
final: 0.0121 / 0.00738 / 0.0112
after CTS: 0.0119 / 0.00738 / 0.0116
after global routing: 0.0135 / 0.00750 / 0.0119
[how the worst min path moves through the flow]
stage                 to  slack (ns)  cells past startpoint
CTS            pos_x[12]        0.16                      4
global route   pos_x[12]        0.15                      4
finish        fvht_d1[0]        0.16                      3
Power is estimated from default activity; no workload was simulated.
